[flow/run.sh]
#!/bin/bash
# OpenROAD 26Q1-2900-gdf79404cd8, Yosys 0.63+post, stock flow scripts
make -C /OpenROAD-flow-scripts/flow DESIGN_CONFIG=/design/flow/config.mk WORK_HOME=/design/flow/orfs finish
[flow/config.mk]
export PLATFORM = sky130hd
export DESIGN_NAME = collision
export DESIGN_NICKNAME = collision
export VERILOG_FILES = /design/flow/design.v
export SDC_FILE = /design/flow/constraint.sdc
export NUM_CORES = 4
export LEC_CHECK = 1
export CORE_UTILIZATION = 40
[flow/constraint.sdc]
current_design collision

set clk_period 13.8
set clk_io_pct 0.2

create_clock -name clk0 -period $clk_period

set non_clock_inputs [all_inputs -no_clocks]
set_input_delay [expr $clk_period * $clk_io_pct] -clock clk0 $non_clock_inputs
set_output_delay [expr $clk_period * $clk_io_pct] -clock clk0 [all_outputs]
[flow/design.v]
`timescale 1ns / 1ps
module collision(
	input [9:0]x1, input [8:0]y1, input [9:0]w1, input [8:0]h1,
	input [9:0]x2, input [8:0]y2, input [9:0]w2, input [8:0]h2,
	output wire ifcollision
);
assign ifcollision = collision_topleft | collision_topright | collision_bottomleft | collision_bottomright;
wire [9:0] rec_x1 = (x2 >= w2/2) ? x2-w2/2 : 0;
wire [8:0] rec_y1 = (y2 >= h2/2) ? y2-h2/2 : 0;
wire [9:0] rec_x2 = x2+w2/2;
wire [8:0] rec_y2 = y2+h2/2;
in_rec topleft(
	x1-w1/2, y1-h1/2,
	rec_x1, rec_y1, rec_x2, rec_y2,
	collision_topleft
);
in_rec topright(
	x1+w1/2, y1-h1/2,
	rec_x1, rec_y1, rec_x2, rec_y2,
	collision_topright
);
in_rec bottomleft(
	x1-w1/2, y1+h1/2,
	rec_x1, rec_y1, rec_x2, rec_y2,
	collision_bottomleft
);
in_rec bottomright(
	x1+w1/2, y1+h1/2,
	rec_x1, rec_y1, rec_x2, rec_y2,
	collision_bottomright
);
endmodule
`timescale 1ns / 1ps
module in_rec(
	input [9:0]x,	input [8:0]y,
	input [9:0]x1, input [8:0]y1, input [9:0]x2, input [8:0]y2,
	output wire d
   );
	assign d = (x >= x1 && x <= x2 && y>=y1 && y<=y2)? 1'b1 : 1'b0;
endmodule
==> out/notes.md <==
Recorded from the global router log, the overflow total was 0. The floorplan step defined a core boundary enclosing 0.01137 mm^2. The die is 109.8 um wide. Data arrives at the worst endpoint at 7.07 ns. The tools report the via count of the first global-routing pass as 4,063. Logged for this run, the post-placement worst setup slack is 3.990 ns.

In this run the layout overhead on the synthesized area is reported as 17.86%. The share of the Yosys chip area taken by registers is 0%. The layout clock buffer count is 0.

Sort of element at the end of the critical path: a primary output. Summed over all nets, the half-perimeter wirelength after detailed placement is 9316 um. Fill cell total of the finished layout: 1,092. In this run the worst path has a maximum fanout of 3.

Summed over all failing endpoints, the final setup total negative slack is 0 ns. The count of different cell masters after synthesis is 66, and the wire length of the first global-routing pass is 17,770 um. The total setup buffers inserted after CTS came out at 0. The startpoint-to-endpoint class of the critical path was in -> out. The total wire length after detailed routing came out at 10,270 um.

The tool warning count for the run is 70. For the initial antenna violation count, the log shows 0. The post-route clock period utilization works out to 71.20%.

The report lists the number of standard-cell rows as 39. The slew at the pin closest to its max-slew limit works out to 0.4249 ns. The count of hold-fix buffers inserted at cts came out at 0. Gates resized during post-CTS repair numbered 0. The final count of negative-setup-slack endpoints came out at 0.

The STA report counts the stages on the worst setup path as 16. For the final worst setup slack, the log shows 3.974 ns. The area taken by sequential standard cells is reported as 0 um^2. The area recorded from the Yosys report for this design is 0.004652 mm^2. The critical path starts at h1[1]. The cell class contributing the biggest share of worst-path delay was AND-OR/OR-AND gates.

Per the log, the first TritonRoute iteration ended with a DRC count of 121. The run gives 0.004652 mm^2 for the cell area after synthesis. The critical path endpoint has a required time of 11.04 ns.

Timing would allow up to 0.1018 GHz. According to the hold report, the worst path is of the in -> out type. The final weighted congestion recorded by global placement is 0.8624. In this design, the stage delay of the slowest critical-path cell is 0.51 ns.

The run gives 592 for the cell total in the yosys stat output. Checking max transition, the worst relative margin is 70.94%. The leakage component of the power was reported as 2.585 nW.

The synthesized instance count was 592; the power density relative to cell area was 62.29 mW/mm^2. Total via count after detailed routing: 4,114. Before placement the cells fill 40.92% of the core. The number of max-cap violations is 0, and the post-detailed-route count of antenna-violating nets is 0. Per the detail_route report, DRC violations left total 0. Summing all placed instances gives a cell area of 0.005483 mm^2. The run finished with clean final reports. Sequential cells placed in the final layout were counted as 0. Per the final layout report, the fraction of cells sized above drive strength 1 comes to 2.615%. In this run the full chip footprint comes out at 0.01206 mm^2. The number of I/O port buffers came out at 73. The worst VDD IR drop from the latest analysis is 37.70 uV. STA classifies the critical path startpoint as a primary input.

Leaving out buffers and inverters, the combinational logic in the layout accounts for 0.004344 mm^2. The origin of the worst min-delay path was x2[9]. The first detailed-routing pass ran for 5 iterations. Setup repair after global routing left no endpoint under its margin. The cell sequence reported for the critical path is clkdlybuf4s50_1 -> ha_1 -> inv_1 -> fa_1 -> a21o_1 -> a21oi_1 -> o21ai_0 -> o41ai_1 -> xor2_1 -> ha_1 -> a2111oi_0 -> o211ai_1 -> a21oi_1 -> o21ai_0 -> a22oi_1 -> clkdlybuf4s50_1.

The tools report the final hold violation count as 0. Global routing consumed, over all layers together, 18.22% of the routing resources. The Yosys step of the flow raised 12 warnings.

The final max-slew violation count came out at 0. Together, buffers and inverters on the worst path number 3. In this run the count of I/O pins placed on the die edge is 77.

The routed wire length per instance is 12.95 um. Entering global routing, the biggest net connects 10 pins. The critical path's slowest stage uses the library cell sky130_fd_sc_hd__clkdlybuf4s50_1.

The die is 109.8 um tall. The via density per instance works out to 5.188. End point of the critical path: ifcollision. The final report gives the standard cell area, fillers excluded, as 0.005483 mm^2. The number of antenna diodes in the final layout is 0.

In this run the mean area of a mapped cell was 7.858 um^2. The worst path needs 9.826 ns of the cycle, external delays included.
## kinds of logic after synthesis
family | Yosys count | share of synthesized area, %
AND/OR/NAND/NOR | 160 | 17.83
adder cells (fa/ha/maj) | 152 | 42.17
AND-OR/OR-AND | 149 | 23.00
buffers and inverters | 76 | 6.617
XOR/XNOR | 54 | 10.17
multiplexers | 1 | 0.2152
## per-layer routing
metal | vias to the layer above | global-route usage (%) | share of wire [%]
met4 | 0 | 0.5714 | 0.34
met3 | 4 | 0.6647 | 3.0
li1 | 2251 | - | -
met1 | 1801 | 23.60 | 47
met2 | 58 | 34.91 | 50
met5 | - | 0 | 0
## report_power, final
part / internal, mW / switching, mW / total (mW)
registers: 0 / 0 / 0
logic: 0.162 / 0.179 / 0.342
clock network: 0 / 0 / 0
## final cells by class
| cell class | count | area share [%] |
|---|---|---|
| inverter | 61 | 4.176 |
| multi-input combinational | 516 | 79.23 |
| tap | 143 | 3.263 |
| timing repair buffer | 73 | 13.33 |
## how the worst min path moves through the flow
| stage | endpoint | cells after the start |
|---|---|---|
| final | ifcollision | 6 |
| after global routing | ifcollision | 6 |
| after CTS | ifcollision | 6 |
## cells in the final DEF (no fill, tap or decap), types with 15 or more instances in the layout
cell type,count
sky130_fd_sc_hd__a21o_1,15
sky130_fd_sc_hd__a21oi_1,41
sky130_fd_sc_hd__clkdlybuf4s50_1,73
sky130_fd_sc_hd__ha_1,144
sky130_fd_sc_hd__inv_1,61
sky130_fd_sc_hd__nand2_1,36
sky130_fd_sc_hd__nor2_1,31
sky130_fd_sc_hd__nor2b_1,17
sky130_fd_sc_hd__o21ai_0,19
sky130_fd_sc_hd__xnor2_1,37
sky130_fd_sc_hd__xor2_1,17
## Yosys cell counts (3+ instances only)
library cell	number	area share, %
sky130_fd_sc_hd__ha_1	144	39
sky130_fd_sc_hd__inv_1	61	4.9
sky130_fd_sc_hd__a21oi_1	41	4.4
sky130_fd_sc_hd__xnor2_1	37	7.0
sky130_fd_sc_hd__nand2_1	36	2.9
sky130_fd_sc_hd__nor2_1	31	2.5
sky130_fd_sc_hd__o21ai_0	19	2.0
sky130_fd_sc_hd__nor2b_1	17	2.3
sky130_fd_sc_hd__xor2_1	17	3.2
sky130_fd_sc_hd__a21o_1	15	2.4
sky130_fd_sc_hd__nand3_1	14	1.5
sky130_fd_sc_hd__nand2b_1	13	1.7
sky130_fd_sc_hd__nor3_1	13	1.4
sky130_fd_sc_hd__fa_1	8	3.4
sky130_fd_sc_hd__nand4_1	8	1.1
sky130_fd_sc_hd__clkbuf_1	7	0.56
sky130_fd_sc_hd__o211ai_1	7	1.1
sky130_fd_sc_hd__buf_2	6	0.65
sky130_fd_sc_hd__o22ai_1	6	0.81
sky130_fd_sc_hd__a31oi_1	5	0.67
sky130_fd_sc_hd__and3_1	5	0.67
sky130_fd_sc_hd__o21a_1	5	0.81
sky130_fd_sc_hd__o21bai_1	5	0.81
sky130_fd_sc_hd__a221o_1	4	0.86
sky130_fd_sc_hd__a2111oi_0	3	0.56
sky130_fd_sc_hd__a21oi_2	3	0.56
sky130_fd_sc_hd__a221oi_1	3	0.56
sky130_fd_sc_hd__and4_1	3	0.56
sky130_fd_sc_hd__o2111ai_1	3	0.56
sky130_fd_sc_hd__o31a_1	3	0.56
sky130_fd_sc_hd__or2_2	3	0.40
sky130_fd_sc_hd__or4_1	3	0.48
## per-stage QoR
| step | hold WS, ns | util (%) | power [mW] | instances |
|---|---|---|---|---|
| 3_5_place_dp | 7.209 | 48.22 | 0.3422 | 793 |
| 3_3_place_gp | 7.176 | 48.22 | 0.3341 | 793 |
| 6_report | 7.206 | 48.22 | 0.3415 | 793 |
| 4_1_cts | 7.220 | 48.22 | 0.3447 | 793 |
| 2_1_floorplan | 5.977 | - | 0.2491 | 592 |
| 5_1_grt | 7.266 | 48.22 | 0.3970 | 793 |
No activity file was given, so power comes from the tool's default toggle rates.
