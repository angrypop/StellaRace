===== ./design.v =====
`timescale 1ns / 1ps
module vga (vga_clk,rst,d_in,row_addr,col_addr,r,g,b,hs,vs);
   input     [11:0] d_in;      
   input            vga_clk;   
   input            rst;
   output reg [8:0] row_addr;  
   output reg [9:0] col_addr;  
   output reg [3:0] r,g,b; 	 
   output reg       hs,vs;     
   reg [9:0] h_count;  
   always @ (posedge vga_clk) begin
       if (rst) begin
           h_count <= 10'h0;
       end else if (h_count == 10'd799) begin
           h_count <= 10'h0;
       end else begin 
           h_count <= h_count + 10'h1;
       end
   end
   reg [9:0] v_count;  
   always @ (posedge vga_clk or posedge rst) begin
       if (rst) begin
           v_count <= 10'h0;
       end else if (h_count == 10'd799) begin
           if (v_count == 10'd524) begin
               v_count <= 10'h0;
           end else begin
               v_count <= v_count + 10'h1;
           end
       end
   end
    wire  [9:0] row    =  v_count - 10'd35;
    wire  [9:0] col    =  h_count - 10'd143; 
    wire        h_sync = (h_count > 10'd95);
    wire        v_sync = (v_count > 10'd1);
    always @ (posedge vga_clk) begin
        row_addr <=  row[8:0];  
        col_addr <=  col;       
        hs       <=  h_sync;    
        vs       <=  v_sync;    
        r        <=  d_in[3:0];  
        g        <=  d_in[7:4];  
        b        <=  d_in[11:8];  
    end
endmodule

===== ./run.sh =====
#!/bin/bash
# OpenROAD 26Q1-2900-gdf79404cd8, Yosys 0.63+post, stock flow scripts
make -C /OpenROAD-flow-scripts/flow DESIGN_CONFIG=/design/flow/config.mk WORK_HOME=/design/flow/orfs finish

===== ./config.mk =====
export PLATFORM = sky130hd
export DESIGN_NAME = vga
export DESIGN_NICKNAME = vga
export VERILOG_FILES = /design/flow/design.v
export SDC_FILE = /design/flow/constraint.sdc
export NUM_CORES = 4
export LEC_CHECK = 1
export CORE_AREA = 10 10 111 111
export DIE_AREA = 0 0 121 121

===== ./constraint.sdc =====
current_design vga

set clk_period 4.0
set clk_io_pct 0.2

create_clock -name clk0 -period $clk_period [get_ports {vga_clk}]

set non_clock_inputs [all_inputs -no_clocks]
set_input_delay [expr $clk_period * $clk_io_pct] -clock clk0 $non_clock_inputs
set_output_delay [expr $clk_period * $clk_io_pct] -clock clk0 [all_outputs]

==> results_slide.txt <==
Run Summary

Status
  • Status: complete, no violations

Yosys
  • Cell Area, Synth: 0.001913 sq mm
  • Post-synth EDFFs: 0
  • Ys flop type: dfxtp_1
  • Chip area in the Yosys report: 0.001913 sq mm
  • Leading area contributor after synthesis: dfxtp_1
  • Yosys top cell by instances: dfxtp_1
  • Syn avg cell area: 11.19 sq um
  • FFs w/ async S/R, synth: 18.87%
  • Distinct lib cells: 37
  • Max-area cell share: 45.00%
  • Post-synth seq share: 58.08%
  • Synthesized instance count: 171
  • Area contributors post-synth: dfxtp_1 (45%), dfrtp_1 (13%), xor2_1 (6.9%)
  • Synth cell count leaders: dfxtp_1 (43), xor2_1 (15), nand2_1 (13)
  • Ys flops: 53
  • # Cells Yosys: 171
  • Yosys warnings: 1

Clock tree
  • H-tree depth: 2
  • CTS clk-pin slew, worst paths: 90 ps
  • CTS tree: built
  • Root Driver: clkbuf_8
  • Bufs on Longest Clock Path: 2
  • CTS sink count: 53
  • # hold bufs at CTS: 0
  • Latency at later pin: 300 ps
  • PostCTS Resize Cnt: 0
  • Post-CTS setup buffers: 0
  • Cts bufs inserted: 5

Job
  • Max Cap Violations: 0
  • Tool warnings: 28

Setup path
  • Element type at the critical path end: flip-flop
  • Critical Path Fanout Max: 14
  • Crit path DRT: 4190 ps
  • Critical Path Source Type: flip-flop
  • Critical path class: flip-flop to flip-flop
  • Crit path arrival time: 2200 ps

Routing
  • Initial DRC Count: 33
  • First-pass DRT Iterations: 4
  • ANT nets after route: 0
  • DRC Markers: 0
  • Vias: 1312
  • Vias per inst: 3.770
  • Avg WL per Cell: 11.07 um
  • Ant. Diodes: 0
  • Final wirelength: 3851 um

Placement
  • Post-DP HPWL: 2818 um
  • Routability congestion estimate: 0.8129
  • Port bufs: 46

Die
  • Chip height: 121 um
  • Ports: 47
  • Die Size: 0.01464 sq mm
  • Starting Density: 19.39%
  • Die X: 121 um
  • Core area: 0.009864 sq mm
  • Std-Cell Rows: 36

Worst hold path
  • Hold Crit Class: flip-flop to flip-flop

Global route
  • M2 GR Usage: 7.823%
  • Gr ovfl total: 0
  • Number of antenna violations at the first check in global routing: 0
  • GR Util met1: 6.798%
  • First-pass GRT wire length: 6244 um
  • Busiest grt layer: met2
  • Routing usage on met3: 2.173%
  • Vias in the first global route: 1281
  • Pin count of the biggest net entering global routing: 16
  • GRT Total Usage: 5.157%

Timing
  • Worst-Margin Slew: 493.9 ps
  • Final Critical Period: 2010 ps
  • Slew Limit Fails: 0
  • RSZ-0062 raised after global routing: no
  • Setup violations, final: 0
  • Worst clock skew: 10.98 ps
  • Relative slew slack: 66.65%
  • Setup TNS: 0 ps
  • Final period utilization: 50.25%
  • Hold Vio Cnt, Final: 0
  • FMAX: 497.6 MHz

Layout
  • Area growth, synth to finish: 35.06%
  • Fraction of layout cells with a size suffix above 1: 6.512%
  • Fillers: 1009

Power
  • Pwr Total: 0.9087 mW
  • P_leak: 1.013 nW
  • PD cells: 351.7 mW/mm^2
  • VDD IR max: 0.1302 mV
-- cells in the final DEF (no fill, tap or decap), types with 3 or more instances in the layout --
cell type and n:
nor2_1 6, a21oi_1 3, nand2_1 13, inv_1 6
nor3_1 7, dfrtp_1 10, ha_1 5, nand4_1 3
nor4_1 3, clkbuf_8 7, clkdlybuf4s50_1 46, xnor2_1 8
and4_1 4, dfxtp_1 43, xor2_1 15, nand3_1 9
-- routing by layer --
metal	routed length, um	share of wire [%]	up-vias
li1	-	-	670
met3	373	9.7	4
met2	1608	42	43
met1	1806	47	595
met5	0	0	-
met4	63	1.6	0
-- state kept, by name (all words and copies together), names as in the netlist --
name / cells
g: 4
hs: 1
row_addr: 9
v_count: 10
col_addr: 10
vs: 1
b: 4
h_count: 10
r: 4
-- cells by family after synthesis --
| family | share of synthesized area (%) |
|---|---|
| buffers and inverters | 4.185 |
| muxes | 1.046 |
| AOI/OAI and AO/OA | 5.036 |
| adders and majority gates | 3.270 |
| and+or+nand+nor | 17.85 |
| DFF | 58.08 |
| xor gates and xnor gates | 10.53 |
-- where the power goes --
group | total (mW) | internal (mW) | switching (mW)
Combinational | 0.0387 | 0.0298 | 0.00889
Sequential | 0.547 | 0.542 | 0.00572
Clock | 0.323 | 0.157 | 0.166
-- worst max-delay path, stage by stage (launching register included) --
cell and delay [ps]:
dfxtp_1 440, ha_1 270, and4_4 280, and4_1 510
nand2_1 130, o41ai_1 270
-- path summary, 6_finish.rpt --
kind / depth (start not counted) / start / slack (ps) / end
setup / recovery: 5 / h_count[0] / 1990 / v_count[4]
hold / removal: 1 / h_count[0] / 490 / col_addr[0]
setup reg to reg: 5 / h_count[0] / 1990 / v_count[4]
hold reg to reg: 1 / h_count[0] / 490 / col_addr[0]
max in group asynchronous: 2 / rst / 2660 / v_count[2]
min in group asynchronous: 2 / rst / 1020 / v_count[3]
-- final cells by class --
type,count,area (sq um),area share [%]
Clock buffer,7,96.34,3.729
Sequential cell,53,1111,43.00
Clock inverter,1,5.005,0.1937
Tap cell,133,166.4,6.441
Timing Repair Buffer,46,460.4,17.82
Inverter,6,22.52,0.8717
Multi-Input combinational cell,102,721.9,27.94
-- metrics by stage --
| stage | cell area, sq um | setup slack (ps) | hold WS (ps) | cells | util, % |
|---|---|---|---|---|---|
| after detailed placement | 2482 | 1870 | 448.0 | 340 | 25.16 |
| after global routing | 2584 | 1877 | 517.5 | 348 | 26.19 |
| final | 2584 | 1990 | 485.0 | 348 | 26.19 |
| after floorplan | 1913 | 2359 | 402.3 | 171 | - |
| after global placement | 2482 | 1925 | 446.4 | 340 | 25.16 |
| after CTS | 2584 | 2005 | 471.7 | 348 | 26.19 |
Power figures rest on the tool's default switching activity, not on a simulated workload.
