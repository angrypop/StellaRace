$ cat flow/run.sh
#!/bin/bash
# OpenROAD 26Q1-2900-gdf79404cd8, Yosys 0.63+post, stock flow scripts
make -C /OpenROAD-flow-scripts/flow DESIGN_CONFIG=/design/flow/config.mk WORK_HOME=/design/flow/orfs finish
$ cat flow/config.mk
export PLATFORM = sky130hd
export DESIGN_NAME = ps2_scan
export DESIGN_NICKNAME = ps2_scan
export VERILOG_FILES = /design/flow/design.v
export SDC_FILE = /design/flow/constraint.sdc
export NUM_CORES = 4
export LEC_CHECK = 1
export CORE_AREA = 10 10 94 94
export DIE_AREA = 0 0 104 104
$ cat flow/constraint.sdc
current_design ps2_scan

set clk_period 2.7
set clk_io_pct 0.2

create_clock -name clk0 -period $clk_period [get_ports {clk}]

set non_clock_inputs [all_inputs -no_clocks]
set_input_delay [expr $clk_period * $clk_io_pct] -clock clk0 $non_clock_inputs
set_output_delay [expr $clk_period * $clk_io_pct] -clock clk0 [all_outputs]
$ cat flow/design.v
module ps2_scan(     
	input wire clk, 
	input wire rst,
	input wire ps2_clk,  
	input wire ps2_data,    
	output reg [8:0] crt_data
); 
reg [1:0] ps2_clk_state;
wire ps2_clk_neg;
assign ps2_clk_neg = ~ps2_clk_state[0] & ps2_clk_state[1];
reg [3:0] read_state;     
reg [7:0] read_data;   
reg is_f0, is_e0; 
always @ (posedge clk or negedge rst)         
	if (!rst) ps2_clk_state <= 2'b0;         
	else ps2_clk_state <= {ps2_clk_state[0], ps2_clk};          
always @ (posedge clk or negedge rst) begin         
	if (!rst) begin             
		read_state <= 4'b0;             
		read_data <= 8'b0;                          
		is_f0 <= 1'b0;             
		is_e0 <= 1'b0;            
		crt_data <= 9'b0;         
	end         
	else 
		if (ps2_clk_neg) begin       
			if (read_state > 4'b1001) read_state <= 4'b0;             
			else begin                 
				if (read_state > 4'b0 && read_state < 4'b1001) 
					read_data[read_state - 1] <= ps2_data;                 
				read_state <= read_state + 1'b1;             
			end
		end         
		else if (read_state == 4'b1010 && |read_data) begin             
			if (read_data == 8'hf0) is_f0 <= 1'b1;             
			else 
				if (read_data == 8'he0) is_e0 <= 1'b1;             
				else 
					if (is_f0) begin
						is_f0 <= 1'b0;                     
						is_e0 <= 1'b0;                     
						crt_data <= 9'b0;                 
					end                 
					else 
						if (is_e0) begin  
							is_e0 <= 1'b0;                     
							crt_data <= {1'b1, read_data};                 
						end                 
						else crt_data <= {1'b0, read_data};                          
		read_data <= 8'b0;         
	end     
end
endmodule 
==> flow_metrics.env <==
# yosys + openroad results
export IMPL_grt_usage_pct=6.50
export IMPL_gp_congestion=0.811
export IMPL_path_cells="inv_6 -> ha_4 -> xor2_2 -> or3_1 -> ha_1 -> or4b_4 -> or4_4 -> or4_4 -> o21ai_2"
export IMPL_path_delay_family="simple AND/OR/NAND/NOR gates"
export IMPL_slowest_delay_ns=0.54
export IMPL_drc=0
export IMPL_routed_wirelength_um=3520
export IMPL_cts_buffers=3
export IMPL_antenna_found_initial=0
export IMPL_htreeDepth=1
export IMPL_period_needed_ns=3.16
export IMPL_reg2reg_depth=9
export IMPL_crit_path_top_delay_cell="or4b_4"
export IMPL_port_buffer_count=12
export IMPL_power_density_mw_per_mm2=1180
export IMPL_worstMarginPinSlew_ns=0.581
export IMPL_die_height_um=104
export IMPL_first_pass_iters=4
export IMPL_place_area_mm2=0.00205
export IMPL_layout_drive_gt1_share_pct=25.8
export IMPL_relSlewSlack_pct=61.0
export IMPL_crit_buf_inv=1
export IMPL_min_path_type="reg -> reg"
export IMPL_ctsHoldBuffers=0
export IMPL_avgSynthCellArea_um2=9.07
export IMPL_grt_pass1_wl_um=6200
export IMPL_worst_slack_ns=-0.463
export IMPL_clk_pin_slew_ns=0.09
export IMPL_path_common_cell="or4_4"
export IMPL_cp_data_required_time_ns=2.90
export IMPL_drtIter0Drc=47
export IMPL_syn_area_mm2=0.00161
export IMPL_place_hpwl_um=2680
export IMPL_grt_pass1_vias=1371
export IMPL_timing_rr_start="read_state[0]$_DFFE_PN0P_"
export IMPL_critPathLaunch="read_state[0]$_DFFE_PN0P_"
export IMPL_finalSetupViolCount=7
export IMPL_max_freq_mhz=316
export IMPL_crit_arrival_ns=3.36
export IMPL_finClkSkew_ns=0.00381
export IMPL_rows=30
export IMPL_dieWidth_um=104
export IMPL_warning_count=34
export IMPL_yosysChipArea_mm2=0.00161
export IMPL_antenna_cells=0
export IMPL_grt_setup_unrepaired="true"
export IMPL_cts_root_buffer="clkbuf_8"
export IMPL_ios=13
export IMPL_critPathLaunchType="flip-flop"
export IMPL_power_leakage_nw=0.910
export IMPL_yosys_cells=177
export IMPL_violations="setup timing"
export IMPL_cts_sinks=25
export IMPL_fp_utilization_pct=23.5
export IMPL_core_area_mm2=0.00683
export IMPL_crit_fanout=6
export IMPL_critPathKind="reg -> reg"
export IMPL_clock_path_buffers=2
export IMPL_ys_seq_share_pct=39.0
export IMPL_dieArea_mm2=0.0108
export IMPL_vias=1397
export IMPL_ys_types=41
export IMPL_fin_setup_tns_ns=-2.96
export IMPL_ir_drop_mv=0.540
export IMPL_ant_nets=0
export IMPL_synth_edff_count=0
export IMPL_layoutNonFillerInstCount=309
export IMPL_endpoint="read_data[6]$_DFFE_PN0P_"
export IMPL_end_kind="flip-flop"
export IMPL_overflow=0
export IMPL_final_area_mm2=0.00219
export IMPL_post_cts_setup_buffer_count=0
export IMPL_worst_path_stages=9
export IMPL_drv_cap=0
export IMPL_slew_violations=0
export IMPL_insertion_delay_ns=0.27
export IMPL_r2r_end="read_data[6]$_DFFE_PN0P_"
export IMPL_wl_per_cell_um=11.4
export IMPL_status="finished, violations left"
export IMPL_cts_tree="built"
export IMPL_synth_flop_count=25
export IMPL_final_period_utilization_pct=117
export IMPL_regToRegSetupSlack_ns=-0.46
export IMPL_grt_max_degree=26
export IMPL_hold_violations=0
export IMPL_synthArstFlopShare_pct=100
export IMPL_yosysWarnings=1
export IMPL_whs_ns=0.408
export IMPL_synthCells=177
export IMPL_yosys_most_used_dff="dfrtp_1"
export IMPL_area_growth_pct=36.4
export IMPL_viasPerCell=4.52
export IMPL_dpl_cell_count=305
==> synth_stat cells (all sizes together), types with 3 or more instances <==
master / instances / share of area [%]
o211ai: 4 / 1.9
a21oi: 7 / 2.2
nand2b: 10 / 3.9
nand2: 27 / 6.3
nor2b: 3 / 1.2
nor2: 6 / 1.4
nand3b: 6 / 3.6
dfrtp: 25 / 39
ha: 13 / 10
nor4: 3 / 1.2
or3: 9 / 3.5
inv: 4 / 0.94
clkbuf: 4 / 0.94
nand3: 8 / 2.5
nor3: 4 / 1.6
o21ai: 14 / 4.4
==> worst min path at each step <==
stage	startpoint	to	slack [ns]	cells after the start
after CTS	ps2_clk_state[0]$_DFF_PN0_	ps2_clk_state[1]$_DFF_PN0_	0.41	0
after global routing	ps2_clk_state[0]$_DFF_PN0_	ps2_clk_state[1]$_DFF_PN0_	0.42	0
final	ps2_clk_state[0]$_DFF_PN0_	ps2_clk_state[1]$_DFF_PN0_	0.41	0
==> worst register-to-register path, stage by stage, from the launching register on <==
cell     delay [ns]
dfrtp_1        0.42
inv_6          0.06
ha_4           0.18
xor2_2         0.17
or3_1          0.37
ha_1           0.29
or4b_4         0.54
or4_4          0.45
or4_4          0.51
o21ai_2        0.11
==> where the power goes <==
group	internal, mW	total (mW)	switching, mW	leakage (nW)
Sequential	0.524	0.681	0.157	0.318
Combinational	0.867	1.67	0.800	0.570
Clock	0.104	0.226	0.121	0.0217
==> layout by cell type, fill, tap and decap left out, drive strengths merged <==
master,instances
a21oi,7
a221oi,1
a311oi,1
a41oi,2
and3,2
buf,25
clkbuf,3
clkdlybuf4s50,12
clkinvlp,1
dfrtp,25
ha,13
inv,4
mux2i,2
nand2,27
nand2b,10
nand3,8
nand3b,6
nand4,2
nor2,6
nor2b,3
nor3,4
nor3b,1
nor4,3
nor4b,2
o211ai,4
o21a,1
o21ai,14
o21bai,1
o22ai,1
o2bb2ai,1
o311ai,2
o31ai,1
or2,2
or3,9
or3b,1
or4,2
or4b,1
xnor2,2
xor2,1
==> flip-flops by register name, summed over array words and instances, names as in the netlist <==
name and flops:
is_f0 1, ps2_clk_state 2, crt_data 9, read_data 8, read_state 4, is_e0 1
==> layer usage <==
metal	vias up	global-route usage [%]	routed length [um]
met5	-	0	0
met4	0	0.298	15
met3	2	1.57	160
met2	19	10.7	1550
met1	659	8.88	1790
li1	717	-	-
==> logic make-up after synthesis <==
family | count (synthesis) | share of synthesized area [%]
XOR/XNOR | 3 | 1.64
AND/OR/NAND/NOR | 89 | 31.8
AND-OR/OR-AND | 36 | 14.0
buffers and inverters | 9 | 2.18
multiplexers | 2 | 1.25
adder cells (fa/ha/maj) | 13 | 10.1
flip-flops | 25 | 39.0
==> repair_timing <==
action,in CTS,in global routing
resized,3,15
endpoints found under the setup margin,7,8
pin swaps,1,3
==> metrics by stage <==
| step | setup slack [ns] | total power, mW | utilization (%) |
|---|---|---|---|
| CTS | -0.467 | 2.44 | 30.9 |
| finish | -0.463 | 2.57 | 32.1 |
| detailed placement | -0.519 | 2.17 | 30.1 |
| floorplan | -0.537 | 1.56 | - |
| global route | -0.562 | 2.83 | 32.1 |
| global placement | -0.450 | 2.15 | 30.1 |
==> layout make-up <==
cell class | instances | area (um^2)
fill | 720 | 4640
tap | 96 | 120
multi-input combinational | 143 | 1070
sequential | 25 | 626
clock inverter | 1 | 7.51
timing repair buffer | 37 | 308
inverter | 4 | 20.0
clock buffer | 3 | 41.3
Power figures rest on the tool's default switching activity, not on a simulated workload.
